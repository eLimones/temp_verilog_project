### ./run.sh
#!/bin/bash
# OpenROAD 26Q1-2900-gdf79404cd8, Yosys 0.63+post, stock flow scripts
make -C /OpenROAD-flow-scripts/flow DESIGN_CONFIG=/design/flow/config.mk WORK_HOME=/design/flow/orfs finish
### ./config.mk
export PLATFORM = sky130hd
export DESIGN_NAME = correlating_predictor
export DESIGN_NICKNAME = correlating_predictor
export VERILOG_FILES = /design/flow/design.v
export SDC_FILE = /design/flow/constraint.sdc
export NUM_CORES = 4
export LEC_CHECK = 1
export CORE_UTILIZATION = 30
### ./constraint.sdc
current_design correlating_predictor

set clk_period 3.1
set clk_io_pct 0.2

create_clock -name clk0 -period $clk_period [get_ports {clk}]

set non_clock_inputs [all_inputs -no_clocks]
set_input_delay [expr $clk_period * $clk_io_pct] -clock clk0 $non_clock_inputs
set_output_delay [expr $clk_period * $clk_io_pct] -clock clk0 [all_outputs]
### ./design.v
`timescale 1ns / 1ps
module correlating_predictor #(parameter address_width = 1, parameter n = 2, parameter m = 4)(
    input clk,
    input rst,
    input enable,
    input [address_width-1:0] branch_address,
    input branch_result,
    output prediction
    );
reg [m-1:0] global_branch_history;
always@(posedge clk or posedge rst)begin
    if(rst)begin
        global_branch_history <= 0;
    end
    else if(enable)begin
        global_branch_history <= {global_branch_history[m-2:0], branch_result};
    end
end
reg [(2**m)-1: 0] bank_selector;
integer j;
always @(*)begin
    bank_selector = 1;
    for(j = 0; j < (2**m); j = j + 1)begin
        if(global_branch_history == j)begin
            bank_selector = 1 << j;
        end
    end
end
wire [(2**m)-1: 0] prediction_vector;
genvar i;
generate
    for (i = 0; i < (2**m); i = i+1) begin : bank_generator
    saturating_predictor predictor_bank (
        .clk(clk),
        .rst(rst),
        .enable(enable),
        .cs(bank_selector[i]),
        .branch_address(branch_address),
        .branch_result(branch_result),
        .prediction(prediction_vector[i])
    );
end
endgenerate
assign prediction = prediction_vector[global_branch_history];
endmodule
`timescale 1ns / 1ps
module saturating_predictor #(parameter address_width = 1, parameter counter_width = 2)(
    input clk,
    input rst,
    input cs,
    input enable,
    input [address_width-1:0] branch_address,
    input branch_result,
    output reg prediction
    );
reg [counter_width-1:0] branch_counter_table [(2**address_width)-1:0];
wire [counter_width-1:0] current_branch_counter;
assign current_branch_counter = branch_counter_table[branch_address];
integer j;
always@(posedge clk or posedge rst)begin
    if(rst)begin
        for(j = 0; j < (2**address_width); j = j +1) branch_counter_table[j] <= 0;
    end
    else if(cs && enable) begin
        if(branch_result &&  (current_branch_counter != ((2**counter_width)-1)))begin
            branch_counter_table[branch_address] <= current_branch_counter + 1;
        end
        else if((!branch_result) && (current_branch_counter != 0))begin
            branch_counter_table[branch_address] <= current_branch_counter - 1;
        end
    end
end
always@(posedge clk or posedge rst)begin
    if(rst)begin
        prediction <= 0;
    end
    else if(enable)begin
        prediction <= current_branch_counter[counter_width-1];
    end
end
endmodule
==> reports/qor.csv <==
stage,metric,value,unit
run_status,run status,finished clean,
global_route,largest net degree at the start of global routing,85,
clock_tree,Latency at later pin,0.34,ns
drt,total iterations of the first detailed-routing run,5,
critical_path,WS Path Type,flop to primary output,
drt,drt drc,0,
global_route,first-pass GRT wire length,21300,um
critical_path,CP max stage delay,0.53,ns
synth,most common cell in the netlist,dfrtp_1,
final_layout,# fillers,1720,
synth,Yosys top cell by area,dfrtp_1,
global_route,vias in the first global route,4067,
critical_path,crit path launch type,flop,
die,io pins,6,
die,core area,0.0175,sq mm
drt,DR iter-0 viols,392,
synth,mean area per synthesized cell,9.00,sq um
critical_path,Worst setup EP type,primary output,
job,Maximum Capacitance Violations,0,
clock_tree,Post-CTS Setup Bufs,0,
clock_tree,clock sinks,84,
final_layout,share of cells above drive strength 1,11.7,%
critical_path,flop-to-flop setup slack,1.13,ns
power_and_ir_drop,Pleak,2.34,nW
die,Starting Density,30.9,%
drt,routed via count,4514,
final_layout,Final Util,33.7,%
critical_path,Critical Path AT,2.35,ns
job,OpenROAD warning count,25,
synth,Post-synth seq share,38.9,%
global_route,GRT Overall Usage,14.6,%
final_timing,final setup margin,0.133,ns
die,die height,136,um
drt,DR WL/cell,15.4,um
power_and_ir_drop,Pwr Density,544,mW/mm^2
clock_tree,TritonCTS clock tree,done,
synth,Top cell area share,38.9,%
critical_path,"slowest stage cell, crit path",dfrtp_1,
critical_path,crit-path cells,buf_4 > mux4_2 > mux4_2 > clkdlybuf4s50_1,
placed_design,DP Area,0.00561,sq mm
placed_design,Cells after DPL,798,
final_layout,Finished Layout Cells,813,
clock_tree,Worst-path clk slew,0.06,ns
final_timing,fin crit share,95.7,%
critical_path,Most common cell on crit path,mux4_2,
die,Die X,136,um
synth,Synth flops,84,
drt,DRT antenna net count,0,
clock_tree,Max H-tree Level,3,
final_timing,Final Max Slew Viols,0,
drt,vias per cell,5.55,
final_timing,Rel. slew slack,52.7,%
final_layout,register area,0.00210,sq mm
clock_tree,CTS max path bufs,2,
final_timing,Final setup viols,0,
drt,n_diodes,0,
synth,Yosys Instances,601,
power_and_ir_drop,Max VDD drop,0.222,mV
power_and_ir_drop,"Power, Total",3.21,mW
critical_path,Worst EP required,2.48,ns
clock_tree,Num CTS Buffers,9,
synth,top post-synthesis cells by count,"dfrtp_1 (84), nor2_1 (62), a21oi_1 (49), o21ai_0 (48), nand2_1 (33)",
placed_design,placed wire-length estimate,8220,um
final_timing,setup TNS,0,ns
clock_tree,CTS root buf,clkbuf_16,
die,chip area,0.0186,sq mm
final_timing,Final min period,2.97,ns
critical_path,Worst Path Max Fanout,11,
final_timing,final hold violations,0,
final_layout,area delta synth->final,9.00,%
final_layout,final instance area,0.00589,sq mm
final_timing,RSZ-0062 raised after global routing,false,
clock_tree,hold_buf cts,0,
placed_design,Place WS,0.492,ns
final_timing,FMAX,0.337,GHz
synth,Post-synth ARST share,100,%
die,# rows,48,
synth,number of enable flip-flop cells,0,
final_timing,Final Hold Slack,0.473,ns
synth,"top cells, area","dfrtp_1 (39%), mux2i_1 (5.0%), a21oi_1 (4.5%)",
final_timing,Tightest Pin Transition,0.709,ns
final_timing,Layout Skew,0.00393,ns
synth,"Distinct cells, synth",75,
placed_design,GPL Wtd Cong,0.824,
hold_path,Hold/Removal Path Class,flop to flop,
synth,synthesis area per yosys,0.00541,sq mm
synth,synth warn,3,
synth,Most common reg cell,dfrtp_1,
final_layout,comb. cell area,0.00298,sq mm
global_route,GRT Residual Overflow,0,
clock_tree,CTS resizes,0,
placed_design,PortBufs,5,
synth,Synth Cell Area,0.00541,sq mm
drt,Total Routed Length,12600,um
global_route,antenna violations before repair,0,
synth,Post-Synthesis Cells,601,
## layout by cell type (no fill, tap or decap), types with 15 or more instances in the layout
cell type  instances
dfrtp_1           84
nor2_1            62
a21oi_1           49
o21ai_0           48
nand2_1           33
mux2i_1           27
nand3_1           23
nor3_1            17
nand2b_1          17
buf_4             16
inv_1             15
## report_power, final
group | internal, mW | switching, mW | total, mW
logic | 0.328 | 0.382 | 0.711
clock network | 0.625 | 0.424 | 1.05
registers | 1.25 | 0.192 | 1.45
total | 2.21 | 0.998 | 3.21
## layout make-up
| type | count | area share (%) |
|---|---|---|
| tap | 225 | 4.78 |
| clock inverter | 1 | 0.0849 |
| sequential | 84 | 35.7 |
| timing repair buffer | 21 | 2.89 |
| clock buffer | 14 | 4.82 |
| inverter | 19 | 1.23 |
| multi-input combinational | 449 | 50.5 |
## worst paths after layout
kind / start / endpoint / cells after the start
setup / recovery: global_branch_history[1] / prediction / 4
hold / removal: flop / flop / 1
setup reg to reg: global_branch_history[3] / flop / 5
hold reg to reg: flop / flop / 1
max in group asynchronous: rst / async pin / 3
min in group asynchronous: rst / async pin / 3
## state kept, by name, indices dropped and copies added, names as in the netlist
name                                                cells
bank_generator.predictor_bank.prediction               16
bank_generator.predictor_bank.branch_counter_table     64
global_branch_history                                   4
## worst max-delay path, delay by kind of cell (launching register included)
kind | cells | cell delay [ns]
muxes | 2 | 0.81
DFF | 1 | 0.53
buffers and inverters | 2 | 0.67
## routing by layer
metal  GRT usage [%]  part of all wire (%)
met1            24.4                    50
met2            19.9                    43
met3            3.00                   5.5
met4            1.98                   1.5
met5               0                     0
## cells by family after synthesis
group,Yosys count,share of synthesized area (%)
XOR/XNOR,18,2.92
flip-flops,84,38.9
buffers and inverters,68,6.04
AND/OR/NAND/NOR,196,18.9
multiplexers,41,8.95
AND-OR/OR-AND,193,24.1
adder cells (fa/ha/maj),1,0.185
Power and IR drop assume default switching activity.
